`design/flow/run.sh`:
```
#!/bin/bash
# OpenROAD 26Q1-2900-gdf79404cd8, Yosys 0.63+post, stock flow scripts
make -C /OpenROAD-flow-scripts/flow DESIGN_CONFIG=/design/flow/config.mk WORK_HOME=/design/flow/orfs finish
```
`design/flow/config.mk`:
```
export PLATFORM = sky130hd
export DESIGN_NAME = rising_edge_detector
export DESIGN_NICKNAME = rising_edge_detector
export VERILOG_FILES = /design/flow/design.v
export SDC_FILE = /design/flow/constraint.sdc
export NUM_CORES = 4
export LEC_CHECK = 1
export CORE_AREA = 10 10 76 76
export DIE_AREA = 0 0 86 86
```
`design/flow/constraint.sdc`:
```
current_design rising_edge_detector

set clk_period 3.6
set clk_io_pct 0.2

create_clock -name clk0 -period $clk_period [get_ports {clk}]

set non_clock_inputs [all_inputs -no_clocks]
set_input_delay [expr $clk_period * $clk_io_pct] -clock clk0 $non_clock_inputs
set_output_delay [expr $clk_period * $clk_io_pct] -clock clk0 [all_outputs]
```
`design/flow/design.v`:
```
`timescale 1ns / 1ps
module clkdiv(
    input clk,
    input reset,
    output slow_clk
    );
    reg [25:0] COUNT;
    assign slow_clk = COUNT[14];
    always @(posedge clk) begin
        if(reset)
            COUNT = 0;
        else
            COUNT = COUNT + 1;
        end
endmodule
`timescale 1ns / 1ps
module rising_edge_detector(
input clk,
    input signal,
    input reset,
    output reg outedge
    );
    wire slow_clk;
    reg [1:0] state;
    reg [1:0] next_state;
    clkdiv cl(clk, reset, slow_clk);
    always @(*) begin
    case (state)
    2'b00 : begin
        outedge = 1'b0;
        if (~signal)
            next_state = 2'b00;
        else
            next_state = 2'b01;
        end
    2'b01 : begin
       outedge = 1'b1;
       if(~signal)
           next_state = 2'b00;
       else
           next_state = 2'b10;
       end
    2'b10 : begin
       outedge = 1'b0;
       if(~signal)
           next_state = 2'b00;
       else
           next_state = 2'b10;
       end
    default : begin
        next_state = 2'b00;
        outedge = 1'b0;
        end
    endcase
end
    always @(posedge slow_clk) begin
        if (reset)
            state <= 2'b00;
        else
            state <= next_state;
    end
endmodule
```
==> reports/results.txt <==
f_max: 532.8 MHz
Hold Crit Depth: 1
drt via density: 4.206
Post-Layout Cell Count: 136
switching share of power: 21.88%
Slew Viols, Final: 0
residual DRC count: 0
post-CTS setup repair buffer count: 0
core utilization before placement: 17.79%
Slew headroom: 54.64%
Mean Syn Cell Area: 9.036 µm²
CTS tree: built
number of unconstrained endpoints: 3
1st-iter DRT viols: 51
GP Congestion: 0.7224
CP max FO: 20
post-synth area from yosys stat: 732.0 µm²
dpl hpwl: 904.5 µm
Die H: 86 µm
Synth-to-Final Area Change: 17.95%
largest net degree at the start of global routing: 21
reg2reg start: cl.COUNT[0]
DP Cell Count: 132
dominant cell by count in the synthesized netlist: dfxtp_1
die width: 86 µm
crit path time final: 1.877 ns
grt total ovfl: 0
Routed Antenna Nets: 0
DP Area: 817.0 µm²
FF+latch count, synth: 17
register pins left without a clock: 2
critical hold path startpoint: cl.COUNT[0]
Yosys top cell by area: dfxtp_1
switching power: 70.35 µW
crit path DRT: 3.74 ns
IO Count: 4
Latency at later pin: 0.25 ns
count of library flops with an enable pin: 0
Comb pwr share: 3.8%
vias in the first global route: 527
endpoints failing setup: 0
Power Dens Cells: 372.4 nW/µm²
Max Buffers Root-to-Sink: 2
post-route setup TNS: 0 ns
R2R depth: 4
RSZ-0062 raised after global routing: false
antenna cells: 0
crit share post-route: 52.13%
total power: 321.5 µW
Netlist cell types: 22
Total GRT Usage: 3.625%
Worst Tran Pin Value: 0.6783 ns
WL per Instance: 9.169 µm
initial antenna violation count: 0
capture point of the worst reg-to-reg path: cl.COUNT[14]
r2r setup slk: 1.92 ns
CP startpoint kind: input pin
CTS buffer count: 3
Clk pwr share: 42.4%
critical path endpoint category: flip-flop
CTS clock-pin slew for the worst setup and hold paths: 0.06 ns
Post-CTS Hold Fix Bufs: 0
final hold vios: 0
Crit Path Class: input pin to flip-flop
core area: 4115 µm²
Async SR Flop Fraction: 0%
DR vias: 572
DR pass1 iterations: 4
Cells after Synth: 81
chip area: 7396 µm²
Area leader share: 46.50%
clock root buffer master: clkbuf_8
Internal: 251.1 µW
tool warning count: 25
type of the most critical hold path: flip-flop to flip-flop
status: complete, no violations
Worst Path Arrival: 2.01 ns
Final Skew: 0.002509 ns
Max-Cap Viols: 0
Leak: 0.2875 nW
worst vdd ir: 0.0001031 V
synthesized cell area: 732.0 µm²
final WL: 1.247 mm
post-synthesis sequential area ratio: 46.50%
FP Rows: 23
first-pass GRT wire length: 2.214 mm
share of cells above drive strength 1: 12.79%
synth cell count leaders: 17 x dfxtp_1, 9 x nor2_1, 6 x a21oi_1
post_cts resized: 0
Sequential Power Share: 53.8%
Dominant flop cell: dfxtp_1
port buffer count: 3
Final Instance Area: 863.3 µm²
Synth area leaders: dfxtp_1 46%, mux2_2 6.2%, nor2_1 4.6%, nor2b_1 4.3%, a21oi_1 4.1%
yosys cell count: 81
Endpoint, Worst Hold: cl.COUNT[0]
yosys synthesis warning count: 2
H-tree lvl count: 1
==> stage by stage <==
step	setup WS, ns	util [%]	hold WS (ns)
5_1_grt	1.620	20.98	0.5386
2_1_floorplan	2.071	-	0.4408
3_3_place_gp	1.520	19.85	0.4747
6_report	1.723	20.98	0.4866
4_1_cts	1.721	20.98	0.4879
3_5_place_dp	1.461	19.85	0.4707
==> registers in the layout, indices dropped and copies added, names as in the netlist <==
register,count
cl.COUNT,15
state,2
==> routing by layer <==
metal	vias up	wire length (µm)	GRT usage, %
li1	297	-	-
met1	264	604	4.433
met2	11	546	5.612
met3	0	97	2.193
met4	0	0	0.1497
met5	-	0	0
==> cells in the final DEF, fill, tap and decap left out <==
cell type        netlist  routed
nand2_1                4       4
or4_1                  3       3
or3_1                  1       1
nor2b_1                5       5
clkdlybuf4s50_1        0       3
mux2_2                 4       4
xnor2_1                1       1
nand3_1                5       5
o31ai_1                3       3
nor4_1                 2       2
nor3_1                 2       2
nor2_1                 9       9
nand2b_1               1       1
dfxtp_1               17      17
or3_2                  2       2
xor2_1                 2       2
inv_1                  4       4
ha_1                   1       1
nand4_1                3       3
clkbuf_8               0       3
clkinv_2               0       1
o21ai_0                3       3
a21oi_1                6       6
nand4_4                1       1
==> area by class of cell <==
class                      count  area (µm²)
fill                         447        3252
tap                           50       62.56
timing repair buffer           3       30.03
inverter                       4       15.01
multi-input combinational     58       369.1
sequential                    17       340.3
clock inverter                 1       5.005
clock buffer                   3       41.29
==> worst max-delay path by stage <==
stage                  from          end  cells past startpoint  slack [ns]
after CTS             reset  cl.COUNT[9]                      3        1.72
after global routing  reset  cl.COUNT[9]                      3        1.62
final                 reset  cl.COUNT[9]                      3        1.72
==> critical path: stages <==
cell	delay [ns]
clkdlybuf4s50_1	0.91
nor2b_1	0.11
mux2_2	0.28
==> cell families (layout without fill, tap and decap cells) <==
logic type               count (synthesis)  count (layout)  share of synthesized area (%)
AND/OR/NAND/NOR                         38              38                          29.74
XOR/XNOR                                 3               3                          3.590
buffers and inverters                    6              11                          3.077
adder cells (fa/ha/maj)                  1               1                          1.709
multiplexers                             4               4                          6.153
AND-OR/OR-AND                           12              12                          9.230
flip-flops                              17              17                          46.50
==> power by group through the flow <==
stage | Clock [mW] | Sequential [mW] | Combinational, mW
finish | 0.136 | 0.173 | 0.0122
CTS | 0.139 | 0.173 | 0.0125
global route | 0.148 | 0.173 | 0.0141
Power and IR drop assume default switching activity.

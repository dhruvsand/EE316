==> design.v <==
`timescale 1ns / 1ps
module RCA_4bits(
    input clk,
    input enable,
    input [3:0] A,
    input [3:0] B,
    input Cin,
    output [4:0]Q
    );
    wire cout0, cout1, cout2;
        wire [4:0] Data;
        full_adder f0 (.A(A[0]), .B(B[0]), .Cin(Cin),   .S(Data[0]), .Cout(cout0));
        full_adder f1 (.A(A[1]), .B(B[1]), .Cin(cout0), .S(Data[1]), .Cout(cout1)); 
        full_adder f2 (.A(A[2]), .B(B[2]), .Cin(cout1), .S(Data[2]), .Cout(cout2)); 
        full_adder f3 (.A(A[3]), .B(B[3]), .Cin(cout2), .S(Data[3]), .Cout(Data[4])); 
        register_logic r0 (.clk(clk), .enable(enable), .Data(Data), .Q(Q));
endmodule
`timescale 1ns / 1ps
module full_adder(
    input A,B,Cin,
    output reg S,Cout
    );
    reg [1:0]out;
    always@(*)begin
    out = A+B+Cin;
     S<= out[0];
    Cout<= out[1];
    end
endmodule
`timescale 1ns / 1ps
module register_logic(
    input clk,
    input enable,
    input [4:0] Data,
    output reg [4:0] Q
    );
        initial begin
        Q <= 0;
    end
    always @(posedge clk)
        if(enable)
            Q <= Data;
endmodule
==> run.sh <==
#!/bin/bash
# OpenROAD 26Q1-2900-gdf79404cd8, Yosys 0.63+post, stock flow scripts
make -C /OpenROAD-flow-scripts/flow DESIGN_CONFIG=/design/flow/config.mk WORK_HOME=/design/flow/orfs finish
==> config.mk <==
export PLATFORM = sky130hd
export DESIGN_NAME = RCA_4bits
export DESIGN_NICKNAME = RCA_4bits
export VERILOG_FILES = /design/flow/design.v
export SDC_FILE = /design/flow/constraint.sdc
export NUM_CORES = 4
export LEC_CHECK = 1
export CORE_AREA = 10 10 70 70
export DIE_AREA = 0 0 80 80
==> constraint.sdc <==
current_design RCA_4bits

set clk_period 3.4
set clk_io_pct 0.2

create_clock -name clk0 -period $clk_period [get_ports {clk}]

set non_clock_inputs [all_inputs -no_clocks]
set_input_delay [expr $clk_period * $clk_io_pct] -clock clk0 $non_clock_inputs
set_output_delay [expr $clk_period * $clk_io_pct] -clock clk0 [all_outputs]
==> changes_impl.md <==
### Metrics

- Most common logic cells in the final layout: 15 x clkdlybuf4s50_1, 10 x inv_1, 5 x edfxtp_1
- Crit path launch type: input port
- Clock Root Buffer: clkbuf_4
- Pint: 0.000152 W
- Top reg by flops: r0.Q
- Register share after synthesis: 0.561
- Worst hold-check path type: in -> reg
- Initial drt markers: 0
- Post-route ant nets: 0
- H-Tree Depth: 1
- Antenna fix cells: 0
- Clock power frac: 0.358
- Max FFs per register: 5
- Max_cap viols: 0
- Post-layout util: 0.147
- Initial antenna violation count: 0
- WL per Instance: 7.14 µm
- CTS Buffer Depth: 2
- CP max-delay cell: fa_1
- Final Max Tran Viols: 0
- Post-CTS setup buffer count: 0
- Post-synth top area cell: edfxtp_1
- Worst rel slew slack: 0.863
- Placeable Area: 0.00342 mm²
- Total power per unit cell area: 377 mW/mm²
- Max Clock Freq: 0.393 GHz
- Worst Max-Slew Pin Slew: 0.205 ns
- Final period util: 0.749
- Syn_area_per_cell: 14.1 µm²
- Worst IR Drop VDD: 0.0000752 V
- Number of remaining DRC errors: 0
- Gate Count Post-Synth: 19
- RSZ-0062 raised after global routing: no
- Top cell excl fill/tap: clkdlybuf4s50_1
- Die area: 0.00640 mm²
- # fillers: 398
- Fin crit period: 2.55 ns
- I/O pins: 16
- CP cell instances: clkdlybuf4s50_1 > inv_1 > fa_1 > inv_1 > fa_1 > fa_1 > inv_1 > fa_1 > inv_1
- First-pass GRT wire length: 910 µm
- Post-synthesis to final-layout area growth: 87.4%
- Clk slew on worst S/H paths: 0.04 ns
- Setup CP Type: in -> reg
- Synth warnings: 2
- Largest net degree at the start of global routing: 6
- Final Hold Violating Endpoints: 0
- Area of the mapped netlist: 268 µm²
- CTS tree: done
- Overflow left after global routing: 0
- Flops after synth: 5
- Net Sw Frac: 0.196
- CTS buffer count: 3
- Number of global-route vias before repair: 184
- Largest stage delay, worst path: 0.47 ns
- Comb power frac: 0.214
- CTS resizes: 0
- Top-area cell share: 0.561
- DR vias: 188
- WHS Path Cells: 1
- CP top delay family: adder cells
- Crit path from: A[0]
- Crit path buffers/inverters: 5
- I/O Buffers: 15
- Die Height: 80 µm
- Hold Path Sink: r0.Q[3]
- Total tool warning count: 25
- Die width: 80 µm
- Synthesis area per yosys: 268 µm²
- Cell Type Count: 3
- Number of cells in Yosys stat: 19
- Largest registers: r0.Q (5)
- Top cells by area: edfxtp_1 56%, fa_1 30%, inv_1 14%
- Pre-Repair DR Iteration Count: 1
- CP max FO: 1
- Status: completed
- Sequential share of power: 0.428
- Final setup fails: 0
- Gpl congestion: 0.700
- # rows: 21
- CTS sink count: 5
- WP data arrival: 2.55 ns
- Post-CTS Hold Buffers: 0
- Layout cells sized above 1: 0.0789
- LEAKAGE: 0.205 nW
- All-layer global routing usage: 0.0187
- CP Data Required Time: 3.40 ns
- Hold_sp: enable
- Critical path endpoint category: flop
- Switching pwr: 0.0000372 W
- Hpwl dp: 565 µm
- Via/cell ratio: 2.24
- TNS Setup: 0 ns
- Fp util: 0.0784
- Total Wirelength: 600 µm
power groups by stage:
stage	Sequential [W]	Clock [W]	Combinational (W)
after CTS	0.0000812	0.0000694	0.0000420
after global routing	0.0000816	0.0000710	0.0000470
final	0.0000811	0.0000677	0.0000406
cells by family (layout without fill, tap and decap cells):
family | count (synthesis) | count (layout) | synth area share
fa+ha+maj | 4 | 4 | 0.299
buf+inv | 10 | 29 | 0.140
flops | 5 | 5 | 0.561
how the worst max path moves through the flow:
stage,to,cells after the start
global route,r0.Q[3],9
finish,r0.Q[3],9
CTS,r0.Q[3],9
per-stage QoR:
step                hold slack (ns)  cells  setup WS, ns  area [µm²]  total power, W
finish                         1.15     84         0.853         502        0.000189
global route                   1.19     84         0.715         502        0.000200
CTS                            1.15     84         0.840         502        0.000193
detailed placement             1.40     80         0.583         475        0.000124
global placement               1.39     80         0.583         475        0.000123
floorplan                     0.792     19          1.10         268       0.0000902
Yosys cell counts, drive strengths merged:
| cell type | number |
|---|---|
| fa | 4 |
| inv | 10 |
| edfxtp | 5 |
metal layers:
layer  vias to the layer above  track usage  routed length [µm]
met1                        82       0.0136                 185
li1                         89            -                   -
met3                         3       0.0216                 167
met2                        14       0.0297                 224
met5                         -            0                   0
met4                         0      0.00704                  23
final cells by class:
| type | instances | area, µm² | area share |
|---|---|---|---|
| timing repair buffer | 15 | 150 | 0.299 |
| tap | 46 | 57.6 | 0.115 |
| clock buffer | 4 | 26.3 | 0.0524 |
| sequential | 5 | 150 | 0.299 |
| multi-input combinational | 4 | 80.1 | 0.160 |
| inverter | 10 | 37.5 | 0.0748 |
No activity file was given, so power comes from the tool's default toggle rates.

## run.sh

```bash
#!/bin/bash
# OpenROAD 26Q1-2900-gdf79404cd8, Yosys 0.63+post, stock flow scripts
make -C /OpenROAD-flow-scripts/flow DESIGN_CONFIG=/design/flow/config.mk WORK_HOME=/design/flow/orfs finish
```

## config.mk

```make
export PLATFORM = sky130hd
export DESIGN_NAME = CLA_4bits
export DESIGN_NICKNAME = CLA_4bits
export VERILOG_FILES = /design/flow/design.v
export SDC_FILE = /design/flow/constraint.sdc
export NUM_CORES = 4
export LEC_CHECK = 1
export CORE_AREA = 10 10 70 70
export DIE_AREA = 0 0 80 80
```

## constraint.sdc

```tcl
current_design CLA_4bits

set clk_period 4.5
set clk_io_pct 0.2

create_clock -name clk0 -period $clk_period [get_ports {clk}]

set non_clock_inputs [all_inputs -no_clocks]
set_input_delay [expr $clk_period * $clk_io_pct] -clock clk0 $non_clock_inputs
set_output_delay [expr $clk_period * $clk_io_pct] -clock clk0 [all_outputs]
```

## design.v

```verilog
`timescale 1ns / 1ps
module register_logic(
    input clk,
    input enable,
    input [4:0] Data,
    output reg [4:0] Q
    );
        initial begin
        Q <= 0;
    end
    always @(posedge clk)
        if(enable)
            Q <= Data;
endmodule
`timescale 1ns / 1ps
module CLA_4bits(
    input clk,
input enable,
input [3:0] A,
input [3:0] B,
input Cin,
output [4:0]Q
    );
    wire [4:0] Data;
    wire [3:0] P;
    wire [3:0] G;
    wire [4:0] C;
    assign P=A^B;
    assign G=A&B;
    assign C[0]= Cin;
    assign C[1]= G[0]| P[0]&Cin;
    assign C[2]= G[1]| P[1]&G[0]| P[1]&P[0]&Cin   ;
    assign C[3]= G[2]| P[2]&G[1]| P[2]&P[1]&G[0]| P[2]&P[1]&P[0]&Cin ;
    assign C[4]= G[3]| P[3]&G[2]| P[3]&P[2]&G[1]| P[3]&P[2]&P[1]&G[0]| P[3]&P[2]&P[1]&P[0]&Cin;
    assign Data[0]= P[0]^C[0];
    assign Data[1]= P[1]^C[1];
    assign Data[2]= P[2]^C[2];
    assign Data[3]= P[3]^C[3]; 
    assign Data[4]= C[4];
     register_logic r0 (.clk(clk), .enable(enable), .Data(Data), .Q(Q));
endmodule
```

==> flow_metrics.py <==
# Metrics from the implementation run
metrics = {
    "grt": {
        "antenna_found_initial": 0,
        "grt_pass1_vias": 274,
        "grt.overflow.total": 0,
        "grt_pass1_wl_mm": 1.07,
        "grt_usage_pct": 2.05,
        "grt_max_degree": 6,
    },
    "synthesis": {
        "synth_area_leader_cell": "edfxtp_1",
        "synth_cells": 25,
        "yosys_warnings": 1,
        "top_cells_by_area": "edfxtp_1 47%, ha_1 20%, fa_1 6.3%",
        "ys_types": 11,
        "ys_area_um2": 320,
        "syn_area_um2": 320,
        "synth_flops": 5,
        "postSynthSeqShare_pct": 46.9,
        "avgSynthCellArea_um2": 12.8,
        "synth_top_area_share_pct": 46.9,
        "ys_cells": 25,
    },
    "die": {
        "die_y_um": 80,
        "dieArea_um2": 6400,
        "die_x_um": 80,
        "ios": 16,
        "num_rows": 21,
        "core_area_um2": 3420,
        "fp-utilization_pct": 9.38,
    },
    "place": {
        "dp_hpwl_um": 647,
        "routabilityCongestion": 0.678,
        "place_inst": 86,
        "io_buffers": 15,
        "placed_cell_area_um2": 528,
        "place_ws_ns": 2.09,
    },
    "power_and_ir_drop": {
        "powerDensity_nw_per_um2": 275,
        "max-vdd-ir-drop_v": 0.0000464,
        "report.power.total_uw": 152,
        "leakage_uw": 0.000223,
    },
    "flow_run": {
        "warnings": 26,
        "max_cap_viol_count": 0,
    },
    "setup_path": {
        "worstSetupStartpointType": "input pin",
        "critPathKind": "input pin to flop",
        "arrival_ns": 2.15,
        "endpoint_kind": "flop",
        "required_ns": 4.49,
        "crit_fanout": 3,
    },
    "final_timing": {
        "setup_ws_ns": 2.34,
        "drv_slew": 0,
        "fmax_mhz": 463,
        "relSlewSlack_pct": 84.6,
        "worst_pin_slew_ns": 0.230,
        "rsz0062_at_grt": "no",
        "finalSetupViolCount": 0,
        "fin_crit_ns": 2.16,
        "fin_tns_setup_ns": 0,
        "period_used_pct": 47.9,
        "finalHoldViolCount": 0,
    },
    "drt": {
        "route.detailed.drc": 0,
        "via_per_inst": 2.63,
        "n_antenna_cell": 0,
        "drt_iter0_markers": 17,
        "antenna_left": 0,
        "dr.pass1.iters": 2,
        "wl_per_cell_um": 7.61,
        "vias": 237,
        "wirelength_um": 685,
    },
    "layout": {
        "syn_to_final_growth_pct": 73.0,
        "top_register": "r0.Q",
        "final.fill_count": 397,
        "largest_reg_flops": 5,
        "drive_gt1_share_pct": 11.4,
        "regArea_um2": 150,
        "fin_cells": 90,
        "fin_area_um2": 554,
        "reg_top3": "r0.Q x5",
        "final-comb-area_um2": 155,
    },
    "cts": {
        "cts_inserted_buffers": 3,
        "cts.clk_slew.worst_paths_ns": 0.04,
        "cts_tree": "built",
        "clockBufferDepth": 2,
        "postCtsHoldBufs": 0,
        "cts_sinks": 5,
        "cts_root_buf": "clkbuf_4",
        "cts_resized": 0,
        "postCtsSetupBuffers": 0,
        "cts_max_level": 1,
    },
    "worst_hold_path": {
        "min-delay-path-class": "input pin to flop",
    },
    "run_status": {
        "status": "finished, final reports clean",
    },
}
placed cells by master (no fill, tap or decap):
cell type / netlist / final
xnor2_1: 2 / 2
o21ai_2: 1 / 1
a21oi_1: 2 / 2
clkbuf_4: 0 / 3
clkbuf_1: 0 / 1
xor2_1: 1 / 1
edfxtp_1: 5 / 5
fa_1: 1 / 1
nand2_1: 1 / 1
a21oi_2: 1 / 1
inv_1: 4 / 4
ha_1: 5 / 5
clkdlybuf4s50_1: 0 / 15
a21o_1: 2 / 2
power breakdown:
group / internal (uW) / switching (uW)
clock: 33.4 / 15.9
sequential: 60.4 / 1.35
combinational: 27.0 / 14.3
cell usage after synthesis:
cell type	n
ha_1	5
edfxtp_1	5
fa_1	1
a21o_1	2
o21ai_2	1
xor2_1	1
nand2_1	1
xnor2_1	2
a21oi_2	1
a21oi_1	2
inv_1	4
area by class of cell:
class,instances,share of cell area (%)
multi-input combinational,16,28.0
sequential,5,27.1
timing repair buffer,15,27.1
tap,46,10.4
clock buffer,4,4.74
inverter,4,2.71
logic make-up after synthesis:
family / Yosys count / share of synthesized area, %
AND-OR/OR-AND: 6 / 13.3
XOR/XNOR: 3 / 8.20
adder cells (fa/ha/maj): 6 / 25.8
buffers and inverters: 4 / 4.69
flip-flops: 5 / 46.9
AND/OR/NAND/NOR: 1 / 1.17
stage by stage:
stage / utilization, % / hold WS (ns)
after floorplan: - / 1.01
after global placement: 15.5 / 1.62
after detailed placement: 15.5 / 1.65
after CTS: 16.2 / 1.40
after global routing: 16.2 / 1.41
final: 16.2 / 1.40
worst max-delay path, stage by stage:
cell and delay (ns):
clkdlybuf4s50_1 0.45, ha_1 0.33, a21oi_1 0.19, o21ai_2 0.11, a21o_1 0.18
final timing paths:
path / startpoint / to / slack (ns) / depth (start not counted)
worst max-delay path: A[0] / r0.Q[4] / 2.34 / 5
worst min-delay path: enable / r0.Q[3] / 1.40 / 1
layer usage:
layer / routed length, um / vias up / global-route usage (%) / part of all wire, %
li1: - / 123 / - / -
met1: 416 / 97 / 3.26 / 61
met2: 225 / 15 / 2.41 / 33
met3: 22 / 2 / 0.227 / 3.2
met4: 21 / 0 / 1.41 / 3.1
met5: 0 / - / 0 / 0
Power figures rest on the tool's default switching activity, not on a simulated workload.
